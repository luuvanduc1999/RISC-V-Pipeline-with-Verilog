==> design.v <==
module alu (input [31:0] in1, in2,
            input [3:0] alu_sel,
            output reg [31:0] alu_out);
wire lt1, lt2, eq1, eq2;
branch_comp c1 (.rs1(in1), .rs2(in2), .BrUn(1'b0), .BrEq(eq1), .BrLt(lt1));
branch_comp c2 (.rs1(in1), .rs2(in2), .BrUn(1'b1), .BrEq(eq2), .BrLt(lt2));
always @(alu_sel, in1, in2, eq1, eq2, lt1, lt2) begin
  case (alu_sel)
    4'b0000: alu_out= in1 + in2;
    4'b0001: alu_out= in1 - in2;
    4'b0010: alu_out= in1 << in2; 
    4'b0011: begin 
               if (eq1) 
                 alu_out= 32'h00000000;
               else if (lt1) 
                 alu_out= 32'hffffffff;
               else 
                 alu_out= 32'h00000000;
             end
    4'b0100: begin 
               if (eq2) 
                 alu_out= 32'h00000000;
               else if (lt2) 
                 alu_out= 32'hffffffff;
               else 
                 alu_out= 32'h00000000;
             end
    4'b0101: alu_out = in1 ^ in2; 
    4'b0110: alu_out= in1 >> in2; 
    4'b0111: alu_out= in1 >>> in2; 
    4'b1000: alu_out= in1 | in2; 
    4'b1001: alu_out= in1 & in2; 
    4'b1010: alu_out= in2;  
    default: alu_out= 32'hxxxxxxxx;
  endcase
end
endmodule
module branch_comp (input [31:0] rs1, rs2,
                    input BrUn, 
                    output reg BrEq, BrLt);  
wire [31:0] rs1_n, rs2_n;
assign rs1_n= (~rs1) +1; 
assign rs2_n= (~rs2) +1;
always @(BrUn, rs1, rs2) begin
  if (BrUn==1'b1) begin 
    if (rs1 < rs2) begin
      BrLt = 1'b1; 
      BrEq = 1'b0;
    end
    else if (rs1 == rs2) begin
      BrEq= 1'b1; 
      BrLt= 1'bx;  
    end
    else begin
      BrEq= 1'b0;
      BrLt= 1'b0;
    end
  end
  else begin 
    case ({rs1[31], rs2[31]}) 
      2'b10: begin  
               BrLt= 1'b1;
               BrEq= 1'b0;
             end
      2'b01: begin  
               BrLt= 1'b0;
               BrEq= 1'b0;
             end
      2'b00:   begin             
               if (rs1 < rs2) begin
                 BrLt = 1'b1;
                 BrEq = 1'b0;
               end
               else if (rs1 == rs2) begin
                 BrEq= 1'b1;
                 BrLt= 1'bx;
               end
               else begin
                 BrEq= 1'b0;
                 BrLt= 1'b0;
               end
               end
      2'b11: begin 
              if (rs1_n < rs2_n) begin 
                BrLt = 1'b0; 
                BrEq = 1'b0;
              end
              else if (rs1_n == rs2_n) begin 
                BrEq= 1'b1;
                BrLt= 1'bx;
              end
              else begin 
                BrEq= 1'b0;
                BrLt= 1'b1;
              end
            end
    endcase
  end
end
endmodule
==> run.sh <==
#!/bin/bash
# OpenROAD 26Q1-2900-gdf79404cd8, Yosys 0.63+post, stock flow scripts
make -C /OpenROAD-flow-scripts/flow DESIGN_CONFIG=/design/flow/config.mk WORK_HOME=/design/flow/orfs finish
==> config.mk <==
export PLATFORM = sky130hd
export DESIGN_NAME = alu
export DESIGN_NICKNAME = alu
export VERILOG_FILES = /design/flow/design.v
export SDC_FILE = /design/flow/constraint.sdc
export NUM_CORES = 4
export LEC_CHECK = 1
export CORE_UTILIZATION = 30
==> constraint.sdc <==
current_design alu

set clk_period 18.1
set clk_io_pct 0.2

create_clock -name clk0 -period $clk_period

set non_clock_inputs [all_inputs -no_clocks]
set_input_delay [expr $clk_period * $clk_io_pct] -clock clk0 $non_clock_inputs
set_output_delay [expr $clk_period * $clk_io_pct] -clock clk0 [all_outputs]
==> flow_metrics.tcl <==
# collected from the flow reports
set metrics [dict create \
    setup_viol 0 \
    routabilityCongestion 1.10 \
    hpwl_mm 41.9 \
    crit_path_end_kind "primary output" \
    power_uw 344 \
    synth.top_cell.area_share 0.157 \
    p_leak_nw 4.43 \
    ys_seq_share 0 \
    max_freq_ghz 0.0719 \
    hold_path.class "in -> out" \
    ys_warn_count 2 \
    drv_slew 0 \
    maxCapViolCount 0 \
    post-cts-setup-buffer-count 0 \
    start_kind "input port" \
    rows 67 \
    drive_gt1_frac 0.0663 \
    hold_viol 0 \
    mux_share 0.0921 \
    top_logic_kind "AND-OR/OR-AND gates" \
    rsz0062_at_grt "no" \
    cp_slowest_cell "a32o_1" \
    antenna_cells 0 \
    clockBufferCount 0 \
    fin_crit_ns 13.91 \
    die_x_um 188 \
    tns_ns 0 \
    boundaryPins 100 \
    synthCells 1589 \
    cts_resized 0 \
    grt.total_usage 0.297 \
    overflow 0 \
    fp.dieH_um 188 \
    path_buffers 4 \
    crit_type "in -> out" \
    vdd.ir_drop.worst_v 0.0000198 \
    grt_max_degree 74 \
    synthXorXnorAreaFrac 0.0566 \
    setup_slack_ns 4.19 \
    holdBufCountCts 0 \
    top_area_cell "ha_1" \
    synthAoiAreaFrac 0.355 \
    most_common_cell "nor2_1" \
    grt_pass1_wl_mm 78.4 \
    status "completed" \
    slowest_delay_ns 0.67 \
    ys_cells 1589 \
    final-seq-area_um2 0 \
    relSlewSlack 0.432 \
    ys_types 82 \
    ys_area_mm2 0.0104 \
    syn_to_final_growth_pct 12.7 \
    cp.arrival_ns 10.29 \
    vias 12908 \
    hold_ws_ns 8.52 \
    fp_util 0.307 \
    fillers 3613 \
    cp_top_family "simple AND/OR/NAND/NOR gates" \
    core_mm2 0.0338 \
    critPathMaxFanout 62 \
    warning_count 97 \
    portBuffers 100 \
    logic_area_mm2 0.00952 \
    vias_per_cell 6.30 \
    drc 0 \
    yosys.area_share.simple 0.252 \
    grt_pass1_vias 12132 \
    wl_per_cell_um 25.6 \
    drt-pass1-iter-count 5 \
    common_cells "167 x nor2_1, 144 x nand2_1, 141 x a21oi_1" \
    first_iter_violations 1453 \
    postRouteAntennaNets 0 \
    power-per-cell-area_mw_per_mm2 29.4 \
    cp_data_required_time_ns 14.48 \
    synth_area_mm2 0.0104 \
    wl_mm 52.4 \
    area_leaders "ha_1 16%, a21oi_1 6.8%, nor2_1 6.0%, mux4_2 5.6%, xnor2_1 5.5%" \
    antenna_found_initial 0 \
    die_area_mm2 0.0353 \
    worstMarginPinSlew_ns 0.849 \
    syn_avg_cell_area_um2 6.52 \
    dp_slack_ns 4.43 \
    flops 0 \
    adder_share 0.161 \
    path_cells "buf_2 -> buf_4 -> nor4_2 -> nand2_2 -> nor3_2 -> nand3_1 -> nor4_2 -> nand2_1 -> nor3_1 -> nand2_1 -> nor4_1 -> xnor2_1 -> ha_1 -> nand4_1 -> nor3_1 -> o21ai_0 -> a31o_2 -> nand4_1 -> a32o_1 -> buf_4 -> nor3b_1 -> o211ai_1 -> clkdlybuf4s50_1" \
    min_period_over_period 0.769 \
]
[power breakdown]
part / internal (mW) / switching, mW / total [mW]
Clock: 0 / 0 / 0
Sequential: 0 / 0 / 0
Combinational: 0.133 / 0.211 / 0.344
Total: 0.133 / 0.211 / 0.344
[path summary, 6_finish.rpt]
check	start	end	slack, ns	cells past startpoint
worst max-delay path	in2[3]	alu_out[31]	4.19	23
worst min-delay path	in2[0]	alu_out[0]	8.52	6
[cell usage in the layout, fill, tap and decap left out, types with 34 or more instances in the layout]
cell             netlist  routed
a211oi_1              34      34
inv_1                 92      92
a21oi_1              141     141
nor3_1                39      38
nand2_1              144     144
o21ai_0              112     112
nand3_1               52      52
ha_1                 130     130
nor2_1               167     164
clkdlybuf4s50_1        0      96
xnor2_1               65      65
[logic make-up after synthesis]
family | after synthesis
xor gates and xnor gates | 67
and+or+nand+nor | 548
adders and majority gates | 132
buffers and inverters | 223
muxes | 62
AOI/OAI and AO/OA | 557
[per-stage QoR]
| step | util | cell area [um^2] | cells |
|---|---|---|---|
| global route | 0.346 | 11700 | 2048 |
| floorplan | - | 10400 | 1589 |
| detailed placement | 0.346 | 11700 | 2048 |
| finish | 0.346 | 11700 | 2048 |
| global placement | 0.346 | 11700 | 2048 |
| CTS | 0.346 | 11700 | 2048 |
[final cells by class]
type / count / share of cell area
inverters: 103 / 0.0331
multi-input cells: 1366 / 0.815
well taps: 448 / 0.0480
repair buffers: 131 / 0.104
[metal layers]
metal / track usage / wire (um)
met5: 0 / 0
met4: 0.115 / 2430
met3: 0.0387 / 4300
met2: 0.474 / 23700
met1: 0.409 / 21900
Power figures rest on the tool's default switching activity, not on a simulated workload.
