### config.mk
export PLATFORM = sky130hd
export DESIGN_NAME = ID_EX_flipflop
export DESIGN_NICKNAME = ID_EX_flipflop
export VERILOG_FILES = /design/flow/design.v
export SDC_FILE = /design/flow/constraint.sdc
export NUM_CORES = 4
export LEC_CHECK = 1
export CORE_AREA = 10 10 175 175
export DIE_AREA = 0 0 185 185
### constraint.sdc
current_design ID_EX_flipflop

set clk_period 1.0
set clk_io_pct 0.2

create_clock -name clk0 -period $clk_period [get_ports {clk}]

set non_clock_inputs [all_inputs -no_clocks]
set_input_delay [expr $clk_period * $clk_io_pct] -clock clk0 $non_clock_inputs
set_output_delay [expr $clk_period * $clk_io_pct] -clock clk0 [all_outputs]
### design.v
`timescale 1ns / 1ps
module ID_EX_flipflop
    (     
          input wire rst_n, clk,
          input wire MemRW_next_IDEX, Asel_next_IDEX, Bsel_next_IDEX, BrUn_next_IDEX, regWen_next_IDEX,
          input wire [1:0] WBsel_next_IDEX,  
          input wire [3:0]  Alu_sel_next_IDEX,  
          input wire [31:0] read_data_1_next_IDEX, read_data_2_next_IDEX,  immgen_next_IDEX,  
          input wire [31:0] pc_next_IDEX,  
          input wire [4:0] rd_next_IDEX,   
          output reg [31:0] immgen_IDEX, read_data_1_IDEX, read_data_2_IDEX, pc_IDEX,  
          output reg [3:0] Alu_sel_IDEX, 
          output reg  MemRW_IDEX, regWen_IDEX, Asel_IDEX, Bsel_IDEX, BrUn_IDEX,
          output reg [4:0] rd_IDEX,
          output reg [1:0] WBsel_IDEX
    );
    always @(negedge clk,  negedge rst_n )
    if(~rst_n)
    begin
       immgen_IDEX <= 0;
       read_data_1_IDEX <= 0;
       read_data_2_IDEX <= 0;
       pc_IDEX <= 0;
       Asel_IDEX <= 0;
       Bsel_IDEX <= 0;
       BrUn_IDEX <= 0;
       Alu_sel_IDEX <= 0;
       rd_IDEX <= 0;
       WBsel_IDEX <= 0;
       MemRW_IDEX <= 0;
       regWen_IDEX <= 0;
    end
    else 
    begin
       immgen_IDEX <= immgen_next_IDEX;
       read_data_1_IDEX <= read_data_1_next_IDEX;
       read_data_2_IDEX <= read_data_2_next_IDEX;
       pc_IDEX <= pc_next_IDEX;
       Asel_IDEX <= Asel_next_IDEX;
       Bsel_IDEX <= Bsel_next_IDEX;
       BrUn_IDEX <= BrUn_next_IDEX;
       Alu_sel_IDEX <= Alu_sel_next_IDEX;
       rd_IDEX <= rd_next_IDEX;
       WBsel_IDEX <= WBsel_next_IDEX;
       MemRW_IDEX <= MemRW_next_IDEX;
       regWen_IDEX <= regWen_next_IDEX;
    end
endmodule
### run.sh
#!/bin/bash
# OpenROAD 26Q1-2900-gdf79404cd8, Yosys 0.63+post, stock flow scripts
make -C /OpenROAD-flow-scripts/flow DESIGN_CONFIG=/design/flow/config.mk WORK_HOME=/design/flow/orfs finish
==> impl_metrics.sql <==
-- physical implementation figures
INSERT INTO impl_metrics (metric_group, metric, value, unit) VALUES
('synth', 'synth_stat.cells', '144', ''),
('synth', 'ys_seq_frac', '1.00', ''),
('setup_path', 'path_depth', '1', ''),
('synth', 'number_of_distinct_library_cells_after_synthesis', '1', ''),
('min_path', 'hold_path.class', 'input pin to async pin', ''),
('outcome', 'violated_checks', 'negative setup slack', ''),
('setup_path', 'cp-end-kind', 'output port', ''),
('final_timing', 'setup_viol', '144', ''),
('cts', 'cts.path.max_buffers', '2', ''),
('floorplanning', 'die_x', '185', 'um'),
('floorplanning', 'row_count', '60', ''),
('final_layout', 'final_cell_area', '0.00689', 'mm^2'),
('synth', 'yosys_warnings', '1', ''),
('floorplanning', 'floorplan.core_util', '0.134', ''),
('setup_path', 'cell_type_of_the_slowest_stage_on_the_worst_timing_path', 'sky130_fd_sc_hd__dfrtn_1', ''),
('synth', 'post_synthesis_cell_count', '144', ''),
('final_layout', 'share_of_cells_above_drive_strength_1', '0.386', ''),
('power', 'static-leakage-power', '3.16', 'nW'),
('floorplanning', 'die_height', '185', 'um'),
('route', 'drt_iter0_markers', '51', ''),
('synth', 'post_synth_instance_area', '0.00360', 'mm^2'),
('cts', 'tritoncts', 'done', ''),
('setup_path', 'critPathKind', 'flop to output port', ''),
('setup_path', 'crit_family', 'flip-flops', ''),
('final_timing', 'timing.final.hold_violations', '0', ''),
('route', 'detail_route.drc_violations', '0', ''),
('place', 'io_buffers', '289', ''),
('grt', 'first_global_vias', '2672', ''),
('setup_path', 'path_max_fanout', '1', ''),
('job', 'timing.max_cap.violations', '0', ''),
('final_timing', 'slew_headroom', '0.839', ''),
('final_timing', 'totalNegativeSetupSlack', '-79920', 'ps'),
('place', 'gp_congestion', '0.804', ''),
('synth', 'synth-seq-cells', '144', ''),
('cts', 'clock-root-buffer', 'sky130_fd_sc_hd__clkbuf_16', ''),
('setup_path', 'critical_path.cell_chain', 'buf_2', ''),
('synth', 'syn_avg_cell_area', '25.0', 'um^2'),
('route', 'detail-route-antenna-nets', '0', ''),
('route', 'total_number_of_vias', '2382', ''),
('final_layout', 'layout.area.comb', '0', 'um^2'),
('grt', 'grt_start_max_net_pins', '42', ''),
('grt', 'grt_pass1_wl', '17600', 'um'),
('setup_path', 'cp_slowest_stage_delay', '390', 'ps'),
('cts', 'numCtsBuffers', '17', ''),
('cts', 'htree_levels', '4', ''),
('power', 'report.power.total', '13.8', 'mW'),
('place', 'postPlaceCellArea', '0.00699', 'mm^2'),
('grt', 'number_of_antenna_violations_at_the_first_check_in_global_routing', '0', ''),
('job', 'tool_warnings', '28', ''),
('grt', 'globalRouteTotalUtil', '0.0699', ''),
('floorplanning', 'fp.coreArea', '0.0269', 'mm^2'),
('setup_path', 'critPathBufInv', '1', ''),
('outcome', 'status', 'finished, violations left', ''),
('final_layout', 'syn2layout_area_growth', '91.3', '%'),
('final_layout', 'layout.filler_cells', '2775', ''),
('final_timing', 'actual_transition_at_the_worst_max_transition_pin', '242', 'ps'),
('floorplanning', 'die_area', '0.0342', 'mm^2'),
('synth', 'synth_chip_area', '0.00360', 'mm^2'),
('place', 'dp_hpwl', '9830', 'um'),
('setup_path', 'timing.critical_path.required', '800', 'ps'),
('route', 'wl_per_cell', '15.2', 'um'),
('route', 'detailedRoute.firstPassIterationCount', '4', ''),
('route', 'route.antenna.diode_count', '0', ''),
('final_timing', 'finalWorstSetupSlack', '-593', 'ps'),
('route', 'drt-vias-per-instance', '2.93', ''),
('setup_path', 'worstSetupStartpointType', 'flop', ''),
('power', 'irDropWorstVdd', '0.851', 'mV'),
('cts', 'cts.reportedPaths.clkPinSlew', '40', 'ps'),
('floorplanning', 'ios', '290', ''),
('final_timing', 'timing.final.max_slew_violations', '0', ''),
('final_timing', 'unrepaired_setup_endpoints_after_global_routing', 'true', ''),
('cts', 'number_of_setup_buffers_added_after_cts', '0', ''),
('power', 'power.density_cell_area', '2000', 'mW/mm^2'),
('final_layout', 'comb_cells', '0', ''),
('cts', 'cts_num_sinks', '144', ''),
('setup_path', 'worstPathArrival', '1390', 'ps'),
('grt', 'grt_remaining_overflow', '0', ''),
('route', 'final_wirelength', '12400', 'um');
cells in the final DEF, fill, tap and decap left out, drive strengths merged:
| cell type | n |
|---|---|
| buf | 151 |
| dfrtn | 144 |
| clkdlybuf4s50 | 144 |
| clkbuf | 19 |
| clkinv | 5 |
| bufinv | 3 |
| inv | 3 |
| clkinvlp | 1 |
| dlygate4sd3 | 1 |
synthesized netlist by cell type, drive strengths merged:
cell	number	area, um^2
dfrtn	144	3600
what timing repair did:
item | 4_1_cts | 5_1_grt
hold buffers | 1 | 0
pin swaps | 0 | 0
gates resized | 464 | 0
setup endpoints to repair | 144 | 144
endpoints found under the hold margin | 4 | 0
routing by layer:
metal	routed length, um	vias to the layer above	part of all wire	global-route usage
met5	0	-	0	0
met4	159	0	0.013	0.00975
met3	1280	7	0.10	0.0327
met2	6700	125	0.54	0.121
met1	4230	1173	0.34	0.0790
li1	-	1077	-	-
kinds of logic (layout without fill, tap and decap cells):
| family | Yosys count | after routing | share of synthesized area |
|---|---|---|---|
| buf+inv | 0 | 327 | 0 |
| flops | 144 | 144 | 1.00 |
per-stage QoR:
| step | hold WS, ps | cells | utilization | setup slack (ps) |
|---|---|---|---|---|
| floorplan | 296 | 144 | - | -37.2 |
| global placement | 429 | 780 | 0.260 | -610 |
| detailed placement | 424 | 780 | 0.260 | -613 |
| CTS | 223 | 812 | 0.256 | -624 |
| global route | 224 | 812 | 0.256 | -643 |
| finish | 215 | 812 | 0.256 | -593 |
where the power goes:
part | internal [mW] | switching (mW)
logic | 0.705 | 0.268
registers | 6.17 | 0.0575
clock network | 4.07 | 2.52
final cells by class:
class                 count  area (um^2)  share of cell area
Sequential cell         144         3600               0.523
Tap cell                341          427              0.0619
Clock buffer             19          453              0.0657
Clock inverter           12          156              0.0227
Timing Repair Buffer    296         2250               0.327
state kept, by name, indices dropped and copies added, names as in the netlist, 2 cells and up:
| name | count |
|---|---|
| Alu_sel_IDEX | 4 |
| WBsel_IDEX | 2 |
| immgen_IDEX | 32 |
| pc_IDEX | 32 |
| rd_IDEX | 5 |
| read_data_1_IDEX | 32 |
| read_data_2_IDEX | 32 |
worst paths after layout:
kind	end	start
setup / recovery	Bsel_IDEX	Bsel_IDEX$_DFF_NN0_
min in group clk0	rd_IDEX[1]$_DFF_NN0_	rd_next_IDEX[1]
hold / removal	immgen_IDEX[8]$_DFF_NN0_	rst_n
max in group asynchronous	read_data_2_IDEX[19]$_DFF_NN0_	rst_n
No activity file was given, so power comes from the tool's default toggle rates.
