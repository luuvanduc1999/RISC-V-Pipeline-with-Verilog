==> /design/flow/design.v <==
module DMEM (
              input clk, rst_n,
              input [31:0] dataW, Addr,
              input MemRW,                
              output [31:0] dataR
             );
reg [31:0] DMEMi [0:256];
assign dataR= DMEMi[Addr]; 
always @(posedge clk) begin 
  if (!rst_n) begin
    DMEMi[Addr] <= 32'hxxxxxxxx; 
  end
  else begin
    if (MemRW==1'b1) begin 
      DMEMi[Addr] <= dataW;
    end
    else begin 
      DMEMi[Addr] <=  DMEMi[Addr];
    end
  end
end
endmodule
==> /design/flow/run.sh <==
#!/bin/bash
# OpenROAD 26Q1-2900-gdf79404cd8, Yosys 0.63+post, stock flow scripts
make -C /OpenROAD-flow-scripts/flow DESIGN_CONFIG=/design/flow/config.mk WORK_HOME=/design/flow/orfs finish
==> /design/flow/config.mk <==
export PLATFORM = sky130hd
export DESIGN_NAME = DMEM
export DESIGN_NICKNAME = DMEM
export VERILOG_FILES = /design/flow/design.v
export SDC_FILE = /design/flow/constraint.sdc
export NUM_CORES = 4
export LEC_CHECK = 1
export CORE_UTILIZATION = 50
export SYNTH_MEMORY_MAX_BITS = 65536
==> /design/flow/constraint.sdc <==
current_design DMEM

set clk_period 51.4
set clk_io_pct 0.2

create_clock -name clk0 -period $clk_period [get_ports {clk}]

set non_clock_inputs [all_inputs -no_clocks]
set_input_delay [expr $clk_period * $clk_io_pct] -clock clk0 $non_clock_inputs
set_output_delay [expr $clk_period * $clk_io_pct] -clock clk0 [all_outputs]
==> flow_metrics.py <==
# Synthesis and PnR figures
metrics = {
    "hold_path": {
        "holdPathStages": 4,
        "min_to": "DMEMi[133][16]",
        "hold_start": "DMEMi[256][16]",
        "hold_path_class": "flip-flop to flip-flop",
    },
    "run": {
        "warnings": 58,
        "drv_cap": 0,
    },
    "setup_path": {
        "crit_path_start_kind": "input pin",
        "worst_ep_required_time_ns": 41.12,
        "timing.rr.end": "DMEMi[247][18]",
        "crit_arrival_ns": 20.16,
        "worst-r2r-setup-slack_ns": 45.15,
        "criticalPathCategory": "input pin to output pin",
        "rr_startpoint": "DMEMi[211][18]",
        "rr_worst_depth": 9,
        "path_max_fanout": 56,
        "crit_path_end_kind": "output pin",
    },
    "cts": {
        "cts_buffers": 812,
        "root_buffer": "clkbuf_16",
        "path_clk_slew_ns": 0.06,
        "cts_buffer_depth": 4,
        "cts_setup_buffers": 0,
        "cts.sinks": 8224,
        "cts_tree": "built",
        "cts_resized": 0,
        "cts_max_level": 6,
        "cts_hold_buf": 0,
        "clkLatencyLatePin_ns": 1.20,
    },
    "synth": {
        "ys_chip_area_um2": 314000,
        "synth_cell_types": 76,
        "ys_cells": 13800,
        "edf_count": 8224,
        "yosysWarningCount": 1,
        "syn_inst": 13800,
        "synth_flop_count": 8224,
        "synthFlopType": "edfxtp_1",
        "syn_area_um2": 314000,
        "async_flop_share": 0,
        "avgSynthCellArea_um2": 22.8,
        "yosysSeqAreaShare": 0.786,
    },
    "sta": {
        "fin_setup_tns_ns": 0,
        "min_period_ns": 30.44,
        "slew_violations": 0,
        "fin_worst_skew_ns": 0.105,
        "setup_viol": 0,
        "rsz0062_at_grt": "false",
        "worst_slew_pin_slew_ns": 1.40,
        "fmax_ghz": 0.0329,
        "period_used_share": 0.592,
        "hold_viol_final": 0,
        "relSlewSlack": 0.0586,
    },
    "finish": {
        "largestRegisters": "DMEMi x8224",
        "layout-drive-gt1-share": 0.283,
        "num-fill-cells": 43500,
        "largest_reg_flops": 8224,
        "area_growth_pct": 13.6,
        "top_register": "DMEMi",
        "mostFrequentLayoutCells": "edfxtp_1 (8,224), mux4_2 (1,898), buf_4 (895), clkbuf_16 (817), mux2i_1 (587)",
        "mostFrequentLayoutCell": "edfxtp_1",
    },
    "route": {
        "dr.pass1.iters": 5,
        "wl_per_cell_um": 40.4,
        "vias": 154000,
        "wl_met2_um": 421000,
        "viasPerCell": 6.44,
        "wl_met1_um": 243000,
        "antenna_left": 0,
        "highest_layer": "met5",
        "drtIter0Drc": 10800,
        "routed_wl_um": 964000,
        "route.detailed.drc": 0,
        "met3_length_um": 234000,
    },
    "power_and_ir_drop": {
        "internal_power_mw": 11.0,
        "peakVddDrop_v": 0.0000391,
        "p_seq_frac": 0.531,
        "clockPowerShare": 0.411,
        "p_switching_mw": 3.10,
        "sw_frac_of_total": 0.220,
        "power_per_cell_area_nw_per_um2": 39.5,
        "leakagePower_nw": 111,
        "power_mw": 14.1,
        "comb_power_share": 0.057,
    },
    "floorplanning": {
        "fp_util": 0.503,
        "io_pins": 99,
        "dieHeight_um": 795,
        "die_width_um": 795,
        "core_um2": 625000,
        "dieArea_um2": 632000,
        "core.rowCount": 290,
    },
    "grt": {
        "grt_pass1_vias": 171000,
        "antenna_found_initial": 60,
        "grt_max_degree": 128,
        "grt_pass1_wl_um": 1320000,
        "grtUsageTotal": 0.348,
        "grt_overflow": 0,
    },
    "placement": {
        "portBuffers": 75,
        "hpwlAfterDp_um": 569000,
        "place.gp.congestion": 0.954,
    },
    "outcome": {
        "status": "finished, final reports clean",
    },
}
==> final cells by class <==
class / count / area [um2] / share of cell area
Clock buffer: 995 / 21100 / 0.0591
Timing Repair Buffer: 978 / 7690 / 0.0215
Clock inverter: 483 / 4870 / 0.0137
Sequential cell: 8224 / 247000 / 0.692
Multi-Input combinational cell: 4774 / 65600 / 0.184
Inverter: 6 / 51.3 / 0.000144
Tap cell: 8322 / 10400 / 0.0292
Antenna cell: 93 / 233 / 0.000652
==> per-layer routing <==
metal / vias up / track usage
met5: - / 0.131
met4: 178 / 0.148
met3: 2261 / 0.363
met2: 13800 / 0.450
met1: 76200 / 0.351
li1: 61300 / -
==> metrics by stage <==
stage          cells  instance area, um2  hold slack (ns)  utilization  worst slack, ns
2_1_floorplan  13800              314000             1.96            -            28.31
3_3_place_gp   22300              331000             1.54        0.529            21.08
3_5_place_dp   22300              331000             1.60        0.529            20.94
4_1_cts        23800              357000             1.60        0.571            20.90
5_1_grt        23800              357000             1.66        0.571            20.17
6_report       23900              357000             1.64        0.571            20.96
==> Yosys cell counts (7+ instances only) <==
master,instances,area share
nor2_1,374,0.0045
buf_2,222,0.0035
o2111ai_1,21,0.00059
mux2i_1,587,0.019
o22a_1,17,0.00047
nor3_1,35,0.00056
a22o_1,69,0.0019
nand4_1,31,0.00062
a32o_1,10,0.00032
o211ai_1,24,0.00057
a211o_1,10,0.00028
buf_4,115,0.0027
a221oi_1,115,0.0032
a31oi_1,43,0.00086
edfxtp_1,8224,0.79
nand3_1,95,0.0015
nor2b_1,32,0.00064
a211oi_1,25,0.00060
o21ai_0,135,0.0022
or4_1,8,0.00019
mux4_2,1898,0.14
buf_1,70,0.00084
a22oi_1,263,0.0063
nand2b_1,18,0.00036
a21oi_1,112,0.0018
nor3b_1,8,0.00019
and3_1,9,0.00018
o31ai_1,11,0.00026
a41oi_1,10,0.00028
o221ai_1,33,0.00092
buf_6,96,0.0034
nand4b_1,8,0.00022
nand2_1,308,0.0037
and2_1,10,0.00020
o22ai_1,191,0.0038
clkbuf_1,290,0.0035
or3_1,10,0.00020
a31o_2,7,0.00020
a32oi_1,24,0.00067
mux2_2,98,0.0035
a2111oi_0,20,0.00056
nor4_1,22,0.00044
==> cells by family (layout without fill, tap and decap cells) <==
family	Yosys count	after routing	synth area share
buffers and inverters	801	2462	0.0142
and+or+nand+nor	1000	1000	0.0143
other	0	93	0
muxes	2584	2584	0.158
DFF	8224	8224	0.786
AOI/OAI and AO/OA	1190	1190	0.0272
==> critical path: stages <==
cell and delay (ns):
buf_16 0.29, buf_4 0.61, buf_4 0.62, buf_4 0.59, buf_4 0.70, buf_4 0.74
buf_4 0.68, buf_4 0.58, buf_4 0.65, buf_4 0.64, mux2i_1 0.28, o22ai_1 0.10
or4_1 0.66, o41ai_1 1.19, buf_4 0.25, nand4_1 0.10, a21o_1 0.38, clkdlybuf4s50_1 0.49
==> power by group through the flow <==
| stage | combinational, mW | sequential, mW | clock (mW) |
|---|---|---|---|
| CTS | 0.795 | 7.48 | 5.85 |
| global route | 0.847 | 7.48 | 6.10 |
| finish | 0.808 | 7.48 | 5.79 |
==> how the worst max path moves through the flow <==
stage | startpoint | end | slack, ns | cells after the start
CTS | Addr[0] | dataR[24] | 20.90 | 18
global route | Addr[0] | dataR[12] | 20.17 | 17
finish | Addr[0] | dataR[24] | 20.96 | 18
No activity file was given, so power comes from the tool's default toggle rates.
